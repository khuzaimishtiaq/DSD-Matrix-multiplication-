==> flow/design.v <==
`timescale 1ns / 1ps
module matrix_mult_top (
    input wire clk,
    input wire rst,
    input wire start,
    input wire [7:0] a11, a12, a13,
    input wire [7:0] a21, a22, a23,
    input wire [7:0] a31, a32, a33,
    input wire [7:0] b11, b12, b13,   
    input wire [7:0] b21, b22, b23,   
    input wire [7:0] b31, b32, b33,   
    output reg [15:0] c11, c12, c13,  
    output reg [15:0] c21, c22, c23,  
    output reg [15:0] c31, c32, c33,  
    output reg done
);
    wire [15:0] c1_col1, c2_col1, c3_col1;
    wire [15:0] c1_col2, c2_col2, c3_col2;
    wire [15:0] c1_col3, c2_col3, c3_col3;
    wire done_col1, done_col2, done_col3;
    reg start_col;
    reg [1:0] state;
    parameter IDLE = 2'b00;
    parameter COMPUTE = 2'b01;
    parameter FINISH = 2'b10;
    always @(posedge clk or posedge rst) begin
        if (rst) begin
            state <= IDLE;
            start_col <= 0;
            done <= 0;
        end else begin
            case (state)
                IDLE: begin
                    if (start) begin
                        state <= COMPUTE;
                        start_col <= 1;  
                        done <= 0;
                    end
                end
                COMPUTE: begin
                    if (done_col1 && done_col2 && done_col3) begin
                        state <= FINISH;
                        start_col <= 0;
                    end
                end
                FINISH: begin
                    done <= 1;
                    state <= IDLE;
                end
                default: state <= IDLE;
            endcase
        end
    end
    matrix_mult col1 (
        .clk(clk),
        .rst(rst),
        .start(start_col),
        .a11(a11), .a12(a12), .a13(a13),
        .a21(a21), .a22(a22), .a23(a23),
        .a31(a31), .a32(a32), .a33(a33),
        .b1(b11), .b2(b21), .b3(b31),
        .c1(c1_col1), .c2(c2_col1), .c3(c3_col1),
        .done(done_col1)
    );
    matrix_mult col2 (
        .clk(clk),
        .rst(rst),
        .start(start_col),
        .a11(a11), .a12(a12), .a13(a13),
        .a21(a21), .a22(a22), .a23(a23),
        .a31(a31), .a32(a32), .a33(a33),
        .b1(b12), .b2(b22), .b3(b32),
        .c1(c1_col2), .c2(c2_col2), .c3(c3_col2),
        .done(done_col2)
    );
    matrix_mult col3 (
        .clk(clk),
        .rst(rst),
        .start(start_col),
        .a11(a11), .a12(a12), .a13(a13),
        .a21(a21), .a22(a22), .a23(a23),
        .a31(a31), .a32(a32), .a33(a33),
        .b1(b13), .b2(b23), .b3(b33),
        .c1(c1_col3), .c2(c2_col3), .c3(c3_col3),
        .done(done_col3)
    );
    always @(posedge clk or posedge rst) begin
        if (rst) begin
            {c11, c12, c13, c21, c22, c23, c31, c32, c33} <= 0;
        end else if (state == FINISH) begin
            c11 <= c1_col1; c12 <= c1_col2; c13 <= c1_col3;
            c21 <= c2_col1; c22 <= c2_col2; c23 <= c2_col3;
            c31 <= c3_col1; c32 <= c3_col2; c33 <= c3_col3;
        end
    end
endmodule
module matrix_mult (
    input wire clk,
    input wire rst,
    input wire start,
    input wire [7:0] a11, a12, a13,
    input wire [7:0] a21, a22, a23,
    input wire [7:0] a31, a32, a33,
    input wire [7:0] b1, b2, b3,
    output reg [15:0] c1, c2, c3,
    output reg done
);
    reg [2:0] state;
    reg [15:0] temp_c1, temp_c2, temp_c3;
    parameter IDLE = 3'b000;
    parameter ROW1 = 3'b001;
    parameter ROW2 = 3'b010;
    parameter ROW3 = 3'b011;
    parameter FINISH = 3'b100;
    always @(posedge clk or posedge rst) begin
        if (rst) begin
            state <= IDLE;
            done <= 0;
            {c1, c2, c3, temp_c1, temp_c2, temp_c3} <= 0;
        end else begin
            case (state)
                IDLE: begin
                    if (start) begin
                        state <= ROW1;
                        done <= 0;
                    end
                end
                ROW1: begin
                    temp_c1 <= a11 * b1 + a12 * b2 + a13 * b3;
                    state <= ROW2;
                end
                ROW2: begin
                    temp_c2 <= a21 * b1 + a22 * b2 + a23 * b3;
                    state <= ROW3;
                end
                ROW3: begin
                    temp_c3 <= a31 * b1 + a32 * b2 + a33 * b3;
                    state <= FINISH;
                end
                FINISH: begin
                    {c1, c2, c3} <= {temp_c1, temp_c2, temp_c3};
                    done <= 1;
                    state <= IDLE;
                end
                default: state <= IDLE;
            endcase
        end
    end
endmodule
==> flow/run.sh <==
#!/bin/bash
# OpenROAD 26Q1-2900-gdf79404cd8, Yosys 0.63+post, stock flow scripts
make -C /OpenROAD-flow-scripts/flow DESIGN_CONFIG=/design/flow/config.mk WORK_HOME=/design/flow/orfs finish
==> flow/config.mk <==
export PLATFORM = sky130hd
export DESIGN_NAME = matrix_mult_top
export DESIGN_NICKNAME = matrix_mult_top
export VERILOG_FILES = /design/flow/design.v
export SDC_FILE = /design/flow/constraint.sdc
export NUM_CORES = 4
export LEC_CHECK = 1
export CORE_UTILIZATION = 50
==> flow/constraint.sdc <==
current_design matrix_mult_top

set clk_period 6.0
set clk_io_pct 0.2

create_clock -name clk0 -period $clk_period [get_ports {clk}]

set non_clock_inputs [all_inputs -no_clocks]
set_input_delay [expr $clk_period * $clk_io_pct] -clock clk0 $non_clock_inputs
set_output_delay [expr $clk_period * $clk_io_pct] -clock clk0 [all_outputs]
==> run notes <==
Results of the implementation run.

The checks that failed: negative setup slack. For this design, Yosys synthesis ends with a cell count of 7818. The vertical die size is 395 um. Dividing the final minimum period by the clock period gives 107%. The final worst-path setup slack is -412 ps.

STA reports the tightest min-delay check as being of type reg2reg. The critical-path maximum fanout came out at 8. The total area of multi-input combinational cells is 0.0606 mm2. Counting flops with a built-in enable in the synthesized netlist gives 0. Entering global routing, the biggest net connects 115 pins. The clock sink total is 455. The synthesis-stage register bit count is 455. The number of global-route vias before repair is 60992. The critical path starts at b33[6]. The predominant post-synthesis flop cell is dfrtp_1.

The DRC violation count after routing came out at 0. The worst setup path is launched from an input pin. The flow ran to the end, but the final reports show violations. Compared with the post-synthesis result, the final layout area differs by 33.7%. The number of clock buffers added by TritonCTS is 50.

The register cell area after layout is 0.0114 mm2. The startpoint identified for the worst register-to-register timing path is state[1]. The cell type with the highest aggregate area in the netlist is fa_1.

The initial standard-cell utilization of the core is 50.6%. The count of warnings emitted by yosys is 2. The via density per instance is 5.06.

The max-slew violation count is 0. The max-slew headroom at the worst pin is 42.8%. STA lists the endpoint of the worst register-to-register path as c31[11]. The arrival time at the worst endpoint came out at 6950 ps. The placer congestion estimate came out at 0.971. According to the timing report, the critical path is captured at col3.temp_c2[12]. Before any placement, the netlist area is recorded as 0.0771 mm2. Yosys mapped the design onto 65 distinct sky130hd cell types. TritonCTS built the clock tree. By startpoint and endpoint, the worst setup path is classified as in2reg. The async set-reset flop share out of synthesis came out at 100%. The HPWL after detailed placement is 174000 um.

The highest clock rate is 156 MHz. The number of levels the H-tree was split into came out at 2. Global routing used 36.7% of the available tracks across all layers. The part of the Yosys area used for sequential elements is 14.8%. The commonest non-fill, non-tap cell in the layout is inv_1. The final critical path time including I/O delays and setup came out at 6410 ps. The I/O pin count is 292.

The total of fill cells in the finished design is 11342. Cells with a size suffix above 1 make up 30.9% of the layout. The placeable core region is 0.152 mm2. The transition time at the pin with the least slew margin came out at 859 ps. The share of the synthesized area in the top cell type is 36.9%. The number of hold violations in the final report is 0. The die area is 0.156 mm2.

Summing all placed instances gives a cell area of 0.0907 mm2. The violation tally recorded at the end of detailed-routing iteration 0 is 2320. The wire length per cell came out at 23.1 um. The layout stage reports a final design area of 0.103 mm2.

The setup slack after placement is -1560 ps. The via total after detailed routing is 56843. The horizontal die dimension reported for this design is 395 um.

The final report lists the setup-violating endpoint count as 71. Synthesis handed over a netlist of 7818 instances. STA classifies the critical path endpoint as a flop. The post-CTS clock slew at the launch and capture registers of the worst setup and hold paths is 60 ps. The count of antenna-violating nets left after detailed routing came out at 0.

Setup repair after global routing could not meet its margin everywhere. The area figure in the yosys stat output is 0.0771 mm2. No sink is reached through more buffers than the 3 on the longest clock path. The report lists the number of standard-cell rows as 143. The global-route wire length before repair is 389000 um. For the worst flop-to-flop path, the logic depth is 3.

The required time at the worst-slack endpoint came out at 6540 ps. The setup slack of the most critical reg-to-reg path came out at 3520 ps. The final wirelength is 259000 um. The root buffer cell chosen for the clock tree is clkbuf_16.

The main area contributors are fa_1 (37%), dfrtp_1 (15%), ha_1 (13%). The initial antenna violation count is 24. The maximum clock skew at final layout came out at 31.3 ps.

The final-layout worst hold slack is 479 ps. The clock latency reported for the late side of the worst-skew pair came out at 660 ps. The average size of a mapped cell came out at 9.86 um2.

The top cell types in the final layout, fill and taps aside, are inv_1 (1839), fa_1 (1285), and2_1 (962), buf_4 (799), ha_1 (720). The tally of max-capacitance violations came out at 0. Input and output buffers added on the ports amount to 291. Before antenna repair, the detailed router went through 7 iterations. The number of hold buffers added after CTS was 0.

The tally of OpenROAD warnings is 34. The total congestion overflow is 0.
[per-stage QoR]
step	util, %	TNS, ps	cells
2_1_floorplan	-	-633060	7818
3_3_place_gp	59.5	-120110	10564
3_5_place_dp	59.5	-120870	10564
4_1_cts	65.7	-17590	11123
5_1_grt	67.6	-27220	11233
6_report	67.6	-17910	11242
[timing repair]
action | 4_1_cts | 5_1_grt
buffers inserted | 403 | 124
endpoints found under the setup margin | 97 | 84
gates resized | 1308 | 630
gates cloned | 80 | 8
pin swaps | 480 | 502
[worst max-delay path, cell delays in order]
cell and delay, ps:
buf_12 110, buf_12 140, buf_12 130, and2_4 150, fa_1 540, inv_2 40
fa_1 500, inv_1 60, fa_1 470, fa_1 600, fa_1 480, fa_1 540
inv_1 60, fa_1 490, inv_2 50, ha_4 220, o21a_1 190, o21a_1 210
a31o_2 260, a21oi_2 140, xnor2_1 90, mux2_4 270
[final cells by class]
type | count | share of cell area, %
multi-input combinational | 5011 | 58.7
timing repair buffer | 1625 | 18.7
sequential | 455 | 11.1
inverter | 2012 | 7.33
tap | 2030 | 2.46
clock buffer | 69 | 1.40
clock inverter | 24 | 0.295
antenna | 16 | 0.0388
[metal layers]
layer	vias up	track usage [%]	share of wire, %
met5	-	0.246	0.13
met4	10	12.7	5.2
met3	402	19.8	14
met2	2114	50.3	42
met1	28502	51.9	38
li1	25815	-	-
[how the worst min path moves through the flow]
stage     cells past startpoint  slack, ps              end       startpoint
6_report                      1        480  col2.temp_c2[7]  col2.temp_c2[7]
5_1_grt                       1        500  col2.temp_c1[6]  col2.temp_c1[6]
4_1_cts                       1        480  col2.temp_c2[7]  col2.temp_c2[7]
[cell usage after synthesis, types with 5 or more instances]
master / n
o31ai_1: 11
nor2b_1: 16
fa_1: 1422
ha_1: 819
or2_2: 6
o21bai_1: 10
o21ai_1: 8
a21oi_1: 59
nor4_1: 7
clkbuf_1: 329
nand2_1: 614
a21o_1: 25
o21ai_0: 59
a221o_1: 6
or3_1: 5
inv_1: 2012
o21a_1: 23
a31oi_1: 5
xnor2_1: 105
nor3_1: 19
o2bb2ai_1: 5
nand2b_1: 11
and2_1: 1173
dfrtp_1: 451
buf_1: 9
a2111oi_0: 9
o211ai_1: 11
xor2_1: 30
nand3_1: 9
mux2_2: 390
nor2_1: 64
a211oi_1: 28
o31a_1: 9
[cell families after synthesis]
logic type	Yosys count	share of synthesized area [%]
buffers and inverters	2352	11.5
adder cells (fa/ha/maj)	2241	50.2
XOR/XNOR	135	1.53
AND-OR/OR-AND	304	2.75
flip-flops	455	14.8
multiplexers	395	5.78
AND/OR/NAND/NOR	1936	13.5
