--- flow/design.v ---
`timescale 1ns / 1ps
module matrix_pipeline_mac_top (
    input wire clk,
    input wire rst,
    input wire start,
    input wire [7:0] a11, a12, a13,
    input wire [7:0] a21, a22, a23,
    input wire [7:0] a31, a32, a33,
    input wire [7:0] b11, b12, b13,   
    input wire [7:0] b21, b22, b23,   
    input wire [7:0] b31, b32, b33,   
    output reg [15:0] c11, c12, c13,  
    output reg [15:0] c21, c22, c23,  
    output reg [15:0] c31, c32, c33,  
    output reg done
);
    wire [15:0] c1_col1, c2_col1, c3_col1;
    wire [15:0] c1_col2, c2_col2, c3_col2;
    wire [15:0] c1_col3, c2_col3, c3_col3;
    reg [1:0] state;
    parameter IDLE = 2'b00, COMPUTE = 2'b01, FINISH = 2'b10;
    always @(posedge clk or posedge rst) begin
        if (rst) begin
            state <= IDLE;
            done <= 0;
        end else begin
            case (state)
                IDLE: begin
                    if (start) begin
                        state <= COMPUTE;
                    end
                end
                COMPUTE: begin
                    state <= FINISH;
                end
                FINISH: begin
                    done <= 1;
                    state <= IDLE;
                end
            endcase
        end
    end
    mac_matrix_vector_pipeline col1 (
        .a11(a11), .a12(a12), .a13(a13),
        .a21(a21), .a22(a22), .a23(a23),
        .a31(a31), .a32(a32), .a33(a33),
        .b1(b11), .b2(b21), .b3(b31),
        .c1(c1_col1), .c2(c2_col1), .c3(c3_col1),
        .clk(clk), .reset(rst)
    );
    mac_matrix_vector_pipeline col2 (
        .a11(a11), .a12(a12), .a13(a13),
        .a21(a21), .a22(a22), .a23(a23),
        .a31(a31), .a32(a32), .a33(a33),
        .b1(b12), .b2(b22), .b3(b32),
        .c1(c1_col2), .c2(c2_col2), .c3(c3_col2),
        .clk(clk), .reset(rst)
    );
    mac_matrix_vector_pipeline col3 (
        .a11(a11), .a12(a12), .a13(a13),
        .a21(a21), .a22(a22), .a23(a23),
        .a31(a31), .a32(a32), .a33(a33),
        .b1(b13), .b2(b23), .b3(b33),
        .c1(c1_col3), .c2(c2_col3), .c3(c3_col3),
        .clk(clk), .reset(rst)
    );
    always @(posedge clk or posedge rst) begin
        if (rst) begin
            c11 <= 0; c12 <= 0; c13 <= 0;
            c21 <= 0; c22 <= 0; c23 <= 0;
            c31 <= 0; c32 <= 0; c33 <= 0;
        end else if (state == FINISH) begin
            c11 <= c1_col1; c12 <= c1_col2; c13 <= c1_col3;
            c21 <= c2_col1; c22 <= c2_col2; c23 <= c2_col3;
            c31 <= c3_col1; c32 <= c3_col2; c33 <= c3_col3;
        end
    end
endmodule
module MAC_MatrixMultiplierWithSwitchesAndLEDs(
    input wire clk,                  
    input wire rst,                  
    input wire btn,                  
    input wire [7:0] switches,       
    output reg [7:0] leds            
);
    reg [7:0] matrix_a [0:8];        
    reg [7:0] matrix_b [0:8];        
    reg [15:0] matrix_c [0:8];       
    reg [3:0] state;
    parameter RECEIVE_A = 4'd1,
              RECEIVE_B = 4'd2,
              COMPUTE   = 4'd3,
              WAIT_DONE = 4'd4,
              DISPLAY_C = 4'd5;
    reg [3:0] i;             
    reg btn_last;            
    reg [31:0] delay_counter;  
    reg start_compute;       
    wire done_compute;       
    wire [15:0] c11, c12, c13, c21, c22, c23, c31, c32, c33;  
    initial begin
        state = RECEIVE_A;
        i = 0;
        delay_counter = 0;
    end
    matrix_pipeline_mac_top matrix_pipeline (
        .clk(clk),
        .rst(rst),
        .start(start_compute),
        .a11(matrix_a[0]), .a12(matrix_a[1]), .a13(matrix_a[2]),
        .a21(matrix_a[3]), .a22(matrix_a[4]), .a23(matrix_a[5]),
        .a31(matrix_a[6]), .a32(matrix_a[7]), .a33(matrix_a[8]),
        .b11(matrix_b[0]), .b12(matrix_b[1]), .b13(matrix_b[2]),
        .b21(matrix_b[3]), .b22(matrix_b[4]), .b23(matrix_b[5]),
        .b31(matrix_b[6]), .b32(matrix_b[7]), .b33(matrix_b[8]),
        .c11(c11), .c12(c12), .c13(c13),
        .c21(c21), .c22(c22), .c23(c23),
        .c31(c31), .c32(c32), .c33(c33),
        .done(done_compute)
    );
    always @(posedge clk or posedge rst) begin
        if (rst) begin
            state <= RECEIVE_A;
            i <= 0;
            delay_counter <= 0;
            leds <= 8'd0;
            start_compute <= 0;
        end else begin
            case (state)
                RECEIVE_A: begin
                    if (btn && !btn_last) begin  
                        matrix_a[i] <= switches;  
                        if (i == 8) begin
                            state <= RECEIVE_B;  
                            i <= 0;              
                        end else begin
                            i <= i + 1;          
                        end
                    end
                end
                RECEIVE_B: begin
                    if (btn && !btn_last) begin  
                        matrix_b[i] <= switches;  
                        if (i == 8) begin
                            state <= COMPUTE;     
                            i <= 0;               
                        end else begin
                            i <= i + 1;           
                        end
                    end
                end
                COMPUTE: begin
                    start_compute <= 1;  
                    state <= WAIT_DONE;  
                end
                WAIT_DONE: begin
                    start_compute <= 0;  
                    if (done_compute) begin
                        matrix_c[0] <= c11; matrix_c[1] <= c12; matrix_c[2] <= c13;
                        matrix_c[3] <= c21; matrix_c[4] <= c22; matrix_c[5] <= c23;
                        matrix_c[6] <= c31; matrix_c[7] <= c32; matrix_c[8] <= c33;
                        state <= DISPLAY_C;  
                        i <= 0;              
                    end
                end
                DISPLAY_C: begin
                    leds <= matrix_c[i][7:0];  
                    if (delay_counter == 100_000_000) begin  
                        delay_counter <= 0;
                        if (i == 8) begin
                            state <= RECEIVE_A;  
                            i <= 0;              
                        end else begin
                            i <= i + 1;          
                        end
                    end else begin
                        delay_counter <= delay_counter + 1;  
                    end
                end
                default: state <= RECEIVE_A;
            endcase
            btn_last <= btn;
        end
    end
endmodule
module mac_matrix_vector_pipeline (
    input wire [7:0] a11, a12, a13, 
    input wire [7:0] a21, a22, a23,
    input wire [7:0] a31, a32, a33,
    input wire [7:0] b1, b2, b3,
    output reg [15:0] c1, c2, c3,
    input wire clk,
    input wire reset
);
    reg [15:0] m11, m12, m13;
    reg [15:0] m21, m22, m23;
    reg [15:0] m31, m32, m33;
    reg [15:0] add1_stage2, add2_stage2;
    reg [15:0] add1_stage3, add2_stage3, add3_stage3;
    always @(posedge clk or posedge reset) begin
        if (reset) begin
            c1 <= 16'd0;
            c2 <= 16'd0;
            c3 <= 16'd0;
            m11 <= 16'd0; m12 <= 16'd0; m13 <= 16'd0;
            m21 <= 16'd0; m22 <= 16'd0; m23 <= 16'd0;
            m31 <= 16'd0; m32 <= 16'd0; m33 <= 16'd0;
            add1_stage2 <= 16'd0; add2_stage2 <= 16'd0;
            add1_stage3 <= 16'd0; add2_stage3 <= 16'd0; add3_stage3 <= 16'd0;
        end else begin
            m11 <= a11 * b1; m12 <= a12 * b2; m13 <= a13 * b3;
            m21 <= a21 * b1; m22 <= a22 * b2; m23 <= a23 * b3;
            m31 <= a31 * b1; m32 <= a32 * b2; m33 <= a33 * b3;
            add1_stage2 <= m11 + m12;
            add2_stage2 <= m21 + m22;
            add1_stage3 <= add1_stage2 + m13;
            add2_stage3 <= add2_stage2 + m23;
            add3_stage3 <= m31 + m32 + m33;
            c1 <= add1_stage3;
            c2 <= add2_stage3;
            c3 <= add3_stage3;
        end
    end
endmodule
--- flow/run.sh ---
#!/bin/bash
# OpenROAD 26Q1-2900-gdf79404cd8, Yosys 0.63+post, stock flow scripts
make -C /OpenROAD-flow-scripts/flow DESIGN_CONFIG=/design/flow/config.mk WORK_HOME=/design/flow/orfs finish
--- flow/config.mk ---
export PLATFORM = sky130hd
export DESIGN_NAME = MAC_MatrixMultiplierWithSwitchesAndLEDs
export DESIGN_NICKNAME = MAC_MatrixMultiplierWithSwitchesAndLEDs
export VERILOG_FILES = /design/flow/design.v
export SDC_FILE = /design/flow/constraint.sdc
export NUM_CORES = 4
export LEC_CHECK = 1
export CORE_UTILIZATION = 50
--- flow/constraint.sdc ---
current_design MAC_MatrixMultiplierWithSwitchesAndLEDs

set clk_period 4.1
set clk_io_pct 0.2

create_clock -name clk0 -period $clk_period [get_ports {clk}]

set non_clock_inputs [all_inputs -no_clocks]
set_input_delay [expr $clk_period * $clk_io_pct] -clock clk0 $non_clock_inputs
set_output_delay [expr $clk_period * $clk_io_pct] -clock clk0 [all_outputs]
==> impl_report.txt <==
FLOW METRICS REPORT
----------------------------------------------------
[Routing]
  First DRT Iteration DRCs ........................ around 1.2k
  Via count ........................ between 30k and 40k
  Residual antenna-violating net count after detailed routing ........................ 0
  DRC violations left ........................ 0
  Total wire length after detailed routing ........................ approximately 120 mm
  Average routed wire per standard cell ........................ 20.05 µm
  Vias per std cell ........................ around 5.0
  Detailed-routing iteration count for the pre-antenna-repair pass ........................ 7

[GRT]
  Tot GR Track Use ........................ 26.94%
  Initial antenna violation count ........................ 5
  Via count of the first global-routing pass ........................ approximately 32k
  Aggregate global routing overflow ........................ 0
  Largest net degree at the start of global routing ........................ between 100 and 150
  First-pass GRT wire length ........................ slightly below 200 mm

[Setup path]
  Stage delay of the slowest cell on the critical path ........................ about 0.70 ns
  Cell occurring most often along the worst timing path ........................ fa_1
  Nature of the critical path startpoint ........................ flop
  Reg-to-reg slack, setup ........................ 0.22 ns
  Signal arrival time at the worst endpoint ........................ 4.45 ns
  Data required time of the critical path ........................ 4.66 ns
  Critical-path maximum fanout ........................ 12
  Cell with the biggest individual delay on the critical path ........................ edfxtp_1
  Category of the most critical setup path ........................ flop to flop
  Crit end category ........................ flop
  Cell chain of the critical path ........................ nand2_1 > fa_1 > fa_1 > inv_1 > fa_1 > inv_1 > fa_1 > inv_1 > ha_1 > a21oi_1 > xnor2_1 > xnor2_1

[Yosys]
  Per-instance average area after synthesis ........................ ~11 µm²
  Post-synthesis register bit count ........................ roughly 750
  Most common flop cell mapped by yosys ........................ dfrtp_1
  Number of standard cells after synthesis ........................ about 4.7k
  Largest area contributor in the synthesized netlist ........................ dfrtp_1
  Post-synthesis cell type count ........................ between 50 and 60
  Top cells by area, synth ........................ dfrtp_1, fa_1, ha_1, edfxtp_1, xnor2_1
  Number of cell instances after yosys synthesis ........................ between 4k and 5k
  Cell with the most instances after synthesis ........................ inv_1
  Async S/R FF share, synth ........................ 71.03%
  Compound Share, Synth ........................ 3.770%
  XOR/XNOR share of the synthesized area ........................ 9.758%
  Seq/Total Area, Yosys ........................ between 30% and 40%
  Most frequent cells after synthesis ........................ inv_1, and2_1, ha_1, dfrtp_1, nand2_1
  Fraction of synthesized area in multiplexers ........................ around 1.6%
  Post-synthesis share of cell area spent on and, or, nand and nor gates ........................ between 10% and 20%
  YS chip area ........................ just over 50000 µm²
  Adder and majority gate portion of the synthesized area ........................ approximately 27%
  Cell area after synthesis ........................ 50980 µm²
  Yosys warns ........................ 9
  Fraction of synthesized cell area taken by the top area cell type ........................ 26.01%
  Top non-seq family ........................ adder cells
  Number of flops mapped to enable cells by yosys ........................ 217

[Pwr]
  Maximum VDD drop ........................ 0.3695 mV
  Leak pwr ........................ 27.08 nW
  Power per cell area ........................ between 300 and 400 nW/µm²

[Clock tree]
  Total of hold buffers inserted after clock tree synthesis ........................ 0
  Worst skew pair latency ........................ 0.67 ns
  Total number of clock tree sinks ........................ between 700 and 800
  CTS clk-pin slew, worst paths ........................ about 0.060 ns
  Clock tree buffer depth ........................ 3
  Buffer count from post-CTS setup fixing ........................ 0
  Clock root buffer master ........................ clkbuf_16
  Num CTS Buffers ........................ ~83
  CTS tree ........................ built
  Resized Gates After CTS ........................ 0
  Count of H-tree levels built during CTS ........................ 3

[Worst hold path]
  Type of the tightest min-delay check ........................ flop to flop

[STA]
  Max-slew violations ........................ 0
  Setup Viol. Count Final ........................ 0
  Worst setup slack after layout ........................ ~0.22 ns
  Setup Total Neg Slack ........................ 0 ns
  Max frequency ........................ 257.4 MHz
  Worst Max-Slew Pin Slew ........................ between 0.8 and 0.9 ns
  Post-layout minimum cycle time ........................ roughly 3.9 ns
  Count of final hold-check violations ........................ 0
  Worst Skew ........................ ~0.035 ns
  Unrepaired setup endpoints after global routing ........................ no
  Post-route clock period utilization ........................ between 90% and 100%
  Worst-case headroom to the max-slew limit ........................ between 40% and 50%

[Die]
  Standard-cell rows ........................ ~120
  Ports ........................ 19
  Floorplan core area ........................ between 100000 and 150000 µm²
  Chip area ........................ slightly above 100000 µm²
  Width of the chip ........................ roughly 320 µm
  Initial core utilization ........................ roughly half
  Die H ........................ between 300 and 400 µm

[Cells and area]
  Sequential cell area ........................ approximately 20000 µm²
  Layout Utilization ........................ a little under three fifths
  Area delta synth->final ........................ 10.50%
  Multi-input logic area ........................ about 28000 µm²
  Fillers ........................ ~8.4k
  Share of layout cells above drive strength 1 ........................ between 7 and 8%

[Run status]
  Outcome ........................ complete, no violations

[Place]
  Gp weighted congestion ........................ about 0.94
  Quantity of I/O buffers inserted on ports ........................ 18
  HPWL after DPL ........................ between 90 and 100 mm
  DP Worst Slack ........................ roughly 0.21 ns

[Job]
  Number of maximum-capacitance violations ........................ 0
  Total number of warnings across the stage logs ........................ 39

----------------------------------------------------
-- metal layers --
metal  global-route usage, %  share of wire (%)  vias up
met5                       0                  0        -
met4                   5.852                2.8        0
met3                   8.109                7.7      156
met2                   41.95                 48      584
met1                   39.55                 41    15180
li1                        -                  -    14820
-- through the flow --
step	power [mW]	area (µm²)	hold WS, ns	cells
5_1_grt	21.98	56330	0.3520	6180
3_3_place_gp	13.45	53520	0.3312	6027
6_report	20.90	56330	0.3449	6182
3_5_place_dp	13.48	53520	0.3347	6027
2_1_floorplan	11.80	50990	0.3312	4657
4_1_cts	21.17	56330	0.3446	6180
-- where the power goes --
group	switching [mW]	total, mW	internal (mW)
sequential	0.616	9.22	8.61
clock	3.20	7.59	4.39
combinational	2.41	4.09	1.68
total	6.23	20.9	14.7
-- worst paths after layout --
kind | startpoint | depth (start not counted) | to
max in group asynchronous | rst | 4 | matrix_pipeline.state[1]
setup reg to reg | matrix_a[6][1] | 12 | matrix_pipeline.col1.m31[7]
min in group asynchronous | rst | 2 | state[2]
setup / recovery | matrix_a[6][1] | 12 | matrix_pipeline.col1.m31[7]
hold / removal | matrix_pipeline.col3.add3_stage3[4] | 0 | matrix_pipeline.col3.c3[4]
hold reg to reg | matrix_pipeline.col3.add3_stage3[4] | 0 | matrix_pipeline.col3.c3[4]
-- worst max-delay path, delay by kind of cell (launching register included) --
kind	cells	cell delay (ns)
simple gates	1	0.16
flops	1	0.70
fa+ha+maj	5	2.31
compound gates	1	0.19
buf+inv	3	0.14
xor+xnor	2	0.29
-- area by class of cell --
class,instances,share of cell area [%]
Multi-Input combinational cell,3048,49.57
Sequential cell,749,35.21
Inverter,695,4.638
Clock buffer,108,4.136
Tap cell,1357,3.014
Timing Repair Buffer,178,2.576
Clock inverter,45,0.8484
Antenna cell,2,0.008884
-- cells in the final DEF (no fill, tap or decap), types with 20 or more instances in the layout --
cell type  count
buf_4        154
nor2_1        66
and3_1        20
a21oi_1       99
mux2_2        73
ha_1         540
and2_1       549
o21ai_0       37
xnor2_1      446
nand3_1       23
dfrtp_1      529
clkbuf_16     87
xor2_1       122
fa_1         360
nand2_1      473
inv_1        693
a21o_1        87
edfxtp_1     217
-- flip-flops by register name (all words and copies together), names as in the netlist, 32 cells and up --
| signal | cells |
|---|---|
| matrix_a | 72 |
| delay_counter | 32 |
| matrix_c | 72 |
| matrix_b | 72 |
-- logic make-up after synthesis --
family,after synthesis
simple gates,1213
fa+ha+maj,900
buf+inv,860
flops,749
xor+xnor,568
compound gates,293
mux,74
Power is estimated from default activity; no workload was simulated.
