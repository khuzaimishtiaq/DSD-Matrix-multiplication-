**run.sh**
```bash
#!/bin/bash
# OpenROAD 26Q1-2900-gdf79404cd8, Yosys 0.63+post, stock flow scripts
make -C /OpenROAD-flow-scripts/flow DESIGN_CONFIG=/design/flow/config.mk WORK_HOME=/design/flow/orfs finish
```
**config.mk**
```make
export PLATFORM = sky130hd
export DESIGN_NAME = matrix_mac_top
export DESIGN_NICKNAME = matrix_mac_top
export VERILOG_FILES = /design/flow/design.v
export SDC_FILE = /design/flow/constraint.sdc
export NUM_CORES = 4
export LEC_CHECK = 1
export CORE_UTILIZATION = 50
```
**constraint.sdc**
```tcl
current_design matrix_mac_top

set clk_period 5.9
set clk_io_pct 0.2

create_clock -name clk0 -period $clk_period [get_ports {clk}]

set non_clock_inputs [all_inputs -no_clocks]
set_input_delay [expr $clk_period * $clk_io_pct] -clock clk0 $non_clock_inputs
set_output_delay [expr $clk_period * $clk_io_pct] -clock clk0 [all_outputs]
```
**design.v**
```verilog
`timescale 1ns / 1ps
module matrix_mac_top (
    input wire clk,
    input wire rst,
    input wire start,
    input wire [7:0] a11, a12, a13,
    input wire [7:0] a21, a22, a23,
    input wire [7:0] a31, a32, a33,
    input wire [7:0] b11, b12, b13,   
    input wire [7:0] b21, b22, b23,   
    input wire [7:0] b31, b32, b33,   
    output reg [15:0] c11, c12, c13,  
    output reg [15:0] c21, c22, c23,  
    output reg [15:0] c31, c32, c33,  
    output reg done
);
    wire [15:0] c1_col1, c2_col1, c3_col1;
    wire [15:0] c1_col2, c2_col2, c3_col2;
    wire [15:0] c1_col3, c2_col3, c3_col3;
    reg start_internal;
    reg [1:0] state;
    parameter IDLE = 2'b00, COMPUTE = 2'b01, FINISH = 2'b10;
    always @(posedge clk or posedge rst) begin
        if (rst) begin
            state <= IDLE;
            start_internal <= 0;
            done <= 0;
        end else begin
            case (state)
                IDLE: begin
                    if (start) begin
                        state <= COMPUTE;
                        start_internal <= 1;
                    end
                end
                COMPUTE: begin
                    state <= FINISH;
                    start_internal <= 0;
                end
                FINISH: begin
                    done <= 1;
                    state <= IDLE;
                end
            endcase
        end
    end
    mac_matrix_vector col1 (
        .a11(a11), .a12(a12), .a13(a13),
        .a21(a21), .a22(a22), .a23(a23),
        .a31(a31), .a32(a32), .a33(a33),
        .b1(b11), .b2(b21), .b3(b31),
        .c1(c1_col1), .c2(c2_col1), .c3(c3_col1),
        .clk(clk), .reset(rst)
    );
    mac_matrix_vector col2 (
        .a11(a11), .a12(a12), .a13(a13),
        .a21(a21), .a22(a22), .a23(a23),
        .a31(a31), .a32(a32), .a33(a33),
        .b1(b12), .b2(b22), .b3(b32),
        .c1(c1_col2), .c2(c2_col2), .c3(c3_col2),
        .clk(clk), .reset(rst)
    );
    mac_matrix_vector col3 (
        .a11(a11), .a12(a12), .a13(a13),
        .a21(a21), .a22(a22), .a23(a23),
        .a31(a31), .a32(a32), .a33(a33),
        .b1(b13), .b2(b23), .b3(b33),
        .c1(c1_col3), .c2(c2_col3), .c3(c3_col3),
        .clk(clk), .reset(rst)
    );
    always @(posedge clk or posedge rst) begin
        if (rst) begin
            c11 <= 0; c12 <= 0; c13 <= 0;
            c21 <= 0; c22 <= 0; c23 <= 0;
            c31 <= 0; c32 <= 0; c33 <= 0;
        end else if (state == FINISH) begin
            c11 <= c1_col1; c12 <= c1_col2; c13 <= c1_col3;
            c21 <= c2_col1; c22 <= c2_col2; c23 <= c2_col3;
            c31 <= c3_col1; c32 <= c3_col2; c33 <= c3_col3;
        end
    end
endmodule
module mac_matrix_vector (
    input wire [7:0] a11, a12, a13, 
    input wire [7:0] a21, a22, a23,
    input wire [7:0] a31, a32, a33,
    input wire [7:0] b1, b2, b3,
    output reg [15:0] c1, c2, c3,
    input wire clk,
    input wire reset
);
    always @(posedge clk or posedge reset) begin
        if (reset) begin
            c1 <= 16'd0;
            c2 <= 16'd0;
            c3 <= 16'd0;
        end else begin
            c1 <= (a11 * b1) + (a12 * b2) + (a13 * b3);
            c2 <= (a21 * b1) + (a22 * b2) + (a23 * b3);
            c3 <= (a31 * b1) + (a32 * b2) + (a33 * b3);
        end
    end
endmodule
```
==> qor.yml <==
outcome: "complete, but fails checks"
failing_checks: "setup timing"
met2_usage: 0.524
yosys.cell_count.top_type: "inv_1"
port_buffers: 291
grt_pass1_vias: 56700
cp_num_buf_inv: 9
flop_cell: "dfrtp_1"
cp_slowest_cell: "fa_2"
end_kind: "register"
cts_tree: "done"
final_critical_path_setup_slack_ns: -0.432
finalWorstPathRequiredPeriod_ns: 6.33
cp_slowest_stage_delay_ns: 0.58
grt_antenna_before_repair: 20
total_number_of_vias: 52500
yosys_warnings: 2
filler_cell_count: 9804
hold_path_class: "reg2reg"
detailed_place.area_mm2: 0.0818
slew_violations: 0
syn-mean-instance-area_um2: 9.59
synth_async_sr_flop_share: 1.00
die_area_mm2: 0.140
grt_first_pass_wirelength_mm: 365
drt_drc_violations_left: 0
synthesis.area_mm2: 0.0691
place.gp.congestion: 0.948
worst_setup_path_start_kind: "input pin"
area_figure_in_the_yosys_stat_output_mm2: 0.0691
fp-utilization: 0.503
synth_sequential_area_ratio: 0.106
worstPathRequired_ns: 6.42
cts_sinks: 292
finalHoldViolCount: 0
drtPass1Iterations: 5
clkSlewWorstSetupHoldPaths_ns: 0.06
grt.met3_usage: 0.255
total_of_endpoints_with_negative_setup_slack_in_the_final_report: 63
max-clock-path-buffers: 3
slew-limit-headroom: 0.564
grt_start_max_net_pins: 97
finalCoreUtilization: 0.682
post_synth_inst_count: 7203
die_w_um: 374
timing_worst_setup_path_type: "in2reg"
postLayoutCellArea_mm2: 0.0936
warning_count: 29
area_growth_pct: 35.5
maxcap_viol_count: 0
fraction_of_the_cycle_the_final_worst_path_needs: 1.07
netlist_top_cells_count: "2011 x inv_1, 1422 x fa_1, 1171 x and2_1"
synth_stat.cells: 7203
enable_flop_cells: 0
groute.layer.met1.usage: 0.506
grt_usage: 0.390
crit_chain: "buf_12, buf_12, buf_12, buf_6, and2_4, fa_1, inv_2, fa_2, inv_2, fa_2, fa_2, fa_2, fa_2, inv_2, fa_2, inv_2, ha_4, nand2_4, o21ai_4, buf_4, nand3_2, a41oi_2, xor2_1"
critical-path-top-cell-by-count: "fa_2"
htree_levels: 2
drt-total-wl_mm: 248
wire_per_inst_um: 23.9
grt_overflow_total: 0
synth.area.top_cells: "fa_1 41%, ha_1 15%, inv_1 11%"
worstMarginPinSlew_ns: 0.653
worstPathMaxFanout: 4
drive_above_1_share: 0.280
synth_flops: 292
via_per_inst: 5.08
count_of_nets_left_with_antenna_violations_after_detail_routing: 0
finClkSkew_ns: 0.0255
global_route.peak_usage_layer: "met2"
coreArea_mm2: 0.137
clock_buffers_created_by_tritoncts: 38
finalSetupTns_ns: -13.52
clock_tree_root_buffer_cell: "clkbuf_16"
achievable-frequency_mhz: 158
top_level_ports: 292
synthDominantAreaCellType: "fa_1"
placement_rows: 136
rsz_0062_raised_after_global_routing: "yes"
critical-path-top-delay-family: "adder cells"
preCtsSetupSlack_ns: -1.50
synth_largest_type_area_fraction: 0.412
yosys.cell_types.count: 54
die_height_um: 374
arr_time_crit_path_ns: 6.85
clk-insertion-delay-late_ns: 0.63
dpl.hpwl_mm: 151
drt_iter0_drc: 2229
==> repair_timing <==
action	in CTS	in global routing
gates cloned	108	12
buffers inserted	359	111
pin swaps	414	471
endpoints found under the setup margin	87	81
hold buffers	0	0
gates resized	1134	566
==> layout make-up <==
cell class / instances / area, µm² / share of cell area
multi-input combinational: 4592 / 56000 / 0.599
timing repair buffer: 1554 / 19100 / 0.204
inverter: 2011 / 7550 / 0.0807
sequential: 292 / 7310 / 0.0781
tap: 1794 / 2240 / 0.0240
clock buffer: 50 / 1070 / 0.0114
clock inverter: 20 / 273 / 0.00291
antenna: 22 / 55.1 / 0.000588
==> layer usage <==
metal  up-vias  share of wire
met5         -         0.0047
met4        40          0.069
met3       517           0.17
met2      2520           0.41
met1     26000           0.35
li1      23400              -
==> final timing paths <==
path	start	end	slack, ns	cells after the start
max in group asynchronous	rst	c31[0]	3.57	4
max reg2reg	state[1]	c32[14]	3.39	3
max	b31[6]	col1.c3[14]	-0.43	23
min	state[2]	state[1]	0.35	0
min reg2reg	state[2]	state[1]	0.35	0
min in group asynchronous	rst	c12[4]	0.96	2
==> per-stage QoR <==
stage          hold WS (ns)  instances
3_5_place_dp          0.348       9694
6_report              0.354      10300
3_3_place_gp          0.335       9694
4_1_cts               0.360      10200
5_1_grt               0.362      10300
2_1_floorplan         0.331       7203
==> cells by family after synthesis <==
kind of cell               share of synthesized area
buffers and inverters                          0.126
DFF                                            0.106
muxes                                         0.0235
xor gates and xnor gates                      0.0194
adders and majority gates                      0.560
AOI/OAI and AO/OA                             0.0181
and+or+nand+nor                                0.147
==> cells in the final DEF, fill, tap and decap left out, types with 17 or more instances in the layout <==
cell and count:
inv_1 1836, fa_1 1287, and2_1 978, buf_4 744
ha_1 739, nand2_1 542, dfrtp_1 290, buf_12 269
and2_4 193, inv_2 174, buf_6 173, clkdlybuf4s50_1 147
mux2_2 144, fa_2 135, xnor2_1 102, ha_4 70
buf_16 58, bufbuf_16 56, clkbuf_16 50, buf_8 42
a21o_1 37, nand2_2 34, xor2_1 32, buf_2 31
diode_2 22, a21oi_2 18, nor3_1 17
